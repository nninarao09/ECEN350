==> /design/flow/run.sh <==
#!/bin/bash
# OpenROAD 26Q1-2900-gdf79404cd8, Yosys 0.63+post, stock flow scripts
make -C /OpenROAD-flow-scripts/flow DESIGN_CONFIG=/design/flow/config.mk WORK_HOME=/design/flow/orfs finish
==> /design/flow/config.mk <==
export PLATFORM = sky130hd
export DESIGN_NAME = SignExtender
export DESIGN_NICKNAME = SignExtender
export VERILOG_FILES = /design/flow/design.v
export SDC_FILE = /design/flow/constraint.sdc
export NUM_CORES = 4
export LEC_CHECK = 1
export CORE_AREA = 10 10 70 70
export DIE_AREA = 0 0 80 80
==> /design/flow/constraint.sdc <==
current_design SignExtender

set clk_period 2.7
set clk_io_pct 0.2

create_clock -name clk0 -period $clk_period

set non_clock_inputs [all_inputs -no_clocks]
set_input_delay [expr $clk_period * $clk_io_pct] -clock clk0 $non_clock_inputs
set_output_delay [expr $clk_period * $clk_io_pct] -clock clk0 [all_outputs]
==> /design/flow/design.v <==
`timescale 1ns / 1ps
module SignExtender(BusImm, Imm26, Ctrl); 
  output reg [63:0] BusImm; 
  input [25:0] Imm26; 
  input [1:0]Ctrl; 
  wire extBit; 
  assign #1 extBit = (Ctrl ? 1'b0 : Imm26[25]); 
always @(*)begin
	if(Ctrl == 2'b00)
    begin  
      BusImm = {{52{1'b0}},Imm26[21:10]};
    end
	else if(Ctrl == 2'b01)
    begin  
      BusImm = {{55{Imm26[20]}}, Imm26[20:12]};
    end
	else if(Ctrl == 2'b10)
    begin  
      BusImm = {{38{Imm26[25]}}, Imm26};
    end
	else 
    begin 
      BusImm = {{45{Imm26[23]}}, Imm26[23:5]};
    end
end
endmodule
==> Slide: Implementation Results <==
Flow Results at a Glance

Yosys
  • Yosys chip area: 841 um^2
  • Yosys adder share: 0
  • Synth Area per Inst: 9.78 um^2
  • Synth area leader: buf_4
  • Ys cells: 86
  • Synth Area in Compound Gates: 0.143
  • Gate Count Post-Synth: roughly 86
  • Most frequent cells after synthesis: 40 x buf_4, 9 x o2bb2ai_1, 6 x mux4_2
  • Most frequent cell after synthesis: buf_4
  • Top comb family, area: buffers and inverters
  • Biggest area cells: buf_4 36%, mux4_2 16%, mux4_1 16%, o2bb2ai_1 9.4%, mux2i_1 6.0%
  • Post-synthesis sequential area ratio: 0
  • Cell Type Count: 18
  • Xor/xnor share: 0
  • Synthesized cell area: 841 um^2
  • Post-synth top area share: 0.357
  • AND/OR/NAND/NOR Cells, Area Fraction: 0.0372
  • Multiplexer share: 0.403
  • Yosys Warn Count: 1

Routing
  • Post-DRT Antenna Nets: 0
  • Total number of vias: 892
  • Initial DRC count: 16
  • Drt total wl: about 3100 um
  • WL/cell: 16.2 um
  • Residual DRC count: 0
  • # diodes: 0
  • TritonRoute pass-1 iters: 6
  • Routed vias/inst: 4.60

Placement
  • GPL Wtd Cong: 0.849
  • Placement Setup Slack: -0.117 ns
  • Port buffer count: slightly above 90
  • Placed Area: between 1500 and 2000 um^2
  • Post-DP HPWL: 2770 um

Worst setup path
  • Kind of end point of the critical path: output port
  • Most frequent cell on the critical path: clkdlybuf4s50_1
  • Slowest cell on the critical path: mux4_2
  • Worst EP required: 2.16 ns
  • Worst path cell trace: clkdlybuf4s50_1 -> buf_6 -> mux4_2 -> clkdlybuf4s50_1
  • Crit Path Max Fanout: 6
  • WP buf/inv: 3
  • Nature of the critical path startpoint: input pin
  • Worst EP arrival: roughly 2.1 ns
  • Max incr delay on CP: around 0.5 ns
  • Delay-heaviest family, CP: buffers and inverters
  • Critical path type: in2out

Run status
  • Status: complete, no violations

Timing
  • Total negative slack: 0 ns
  • Final min period: 2.61 ns
  • Final Slew Violations: 0
  • Post-route worst setup slack: 0.0926 ns
  • Fmax: 0.384 GHz
  • Final Hold Fails: 0
  • Worst-margin pin slew: 0.209 ns
  • Period utilization: 0.966
  • Finish-stage setup viols: 0
  • RSZ-0062 raised after global routing: no
  • Slew HR: 0.860

Pwr
  • Maximum vdd drop: 71.8 uV
  • Power per cell area: 191 nW/um^2
  • Overall Power: 0.315 mW
  • Pleak: 0.624 nW

Die
  • Chip Area: 6400 um^2
  • Core ar.: 3420 um^2
  • Fp util: 0.246
  • Core Rows: 21
  • Die height: 80 um
  • Ports: just over 90
  • Die outline width: around 80 um

Worst hold path
  • Hold Crit Class: in2out
  • Hold depth: 4
  • Min-Delay Startpoint: Imm26[23]
  • Hold worst-path end: BusImm[23]

Cells and area
  • Final instance area: around 1600 um^2
  • Share of layout cells above drive strength 1: 0.169
  • FFs & Latches: 0
  • Synth-to-Final Area Change: 96.0%
  • Reg area: 0 um^2
  • Clock buffer count: 0

Global routing
  • Largest net degree at the start of global routing: 21
  • Vias in the first global route: 947
  • Initial antenna violation count: 0
  • Global-route wire length before repair: about 4700 um
  • Grt total ovfl: 0
  • GRT Total Usage: 0.0893

Job
  • Tool warnings: 32
  • MaxCap Viol Count: 0

Clock tree
  • Hold buffers post-CTS: 0
==> worst max-delay path by stage <==
stage     cells after the start     from  slack, ns         end
4_1_cts                       6  Ctrl[0]      0.001  BusImm[59]
5_1_grt                       6  Ctrl[1]      0.009  BusImm[44]
6_report                      4  Ctrl[0]       0.09   BusImm[9]
==> final cells by class <==
cell class	instances	area (um^2)
inverters	1	3.75
multi-input cells	40	517
fillers	321	1770
well taps	46	57.6
repair buffers	107	1070
==> stage by stage <==
stage	std cells	hold slack [ns]	utilization
floorplan	86	1.14	-
global placement	193	2.02	0.467
detailed placement	193	2.01	0.467
CTS	194	1.93	0.483
global route	194	1.98	0.482
finish	194	1.91	0.482
==> metal layers <==
metal  vias up  global-route usage  part of all wire
met5         -                   0                 0
met2        81               0.140              0.39
li1        413                   -                 -
met3         0              0.0898              0.29
met4         0                   0                 0
met1       398              0.0874              0.32
==> layout by cell type (no fill, tap or decap), types with 2 or more instances in the layout <==
cell type / netlist / routed
a21oi_1: 3 / 3
buf_6: 1 / 2
clkdlybuf4s50_1: 0 / 89
mux4_1: 5 / 5
dlygate4sd2_1: 0 / 3
mux4_2: 6 / 6
buf_4: 40 / 11
nand2_1: 4 / 4
mux2i_1: 5 / 5
a31oi_1: 2 / 2
o2bb2ai_1: 9 / 8
==> logic make-up after synthesis <==
| kind of cell | after synthesis |
|---|---|
| AND-OR/OR-AND | 16 |
| buffers and inverters | 46 |
| multiplexers | 17 |
| AND/OR/NAND/NOR | 7 |
==> power by group <==
part           switching (mW)  internal (mW)
sequential                  0              0
combinational          0.0808          0.234
clock                       0              0
total                  0.0808          0.234
==> timing repair <==
| action | 4_1_cts | 5_1_grt |
|---|---|---|
| setup endpoints to repair | 57 | 25 |
| setup buffers | 0 | 0 |
| cloned | 1 | 0 |
| gates resized | 7 | 2 |
Power is estimated from default activity; no workload was simulated.
