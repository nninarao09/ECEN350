### design/flow/config.mk
export PLATFORM = sky130hd
export DESIGN_NAME = NextPClogic
export DESIGN_NICKNAME = NextPClogic
export VERILOG_FILES = /design/flow/design.v
export SDC_FILE = /design/flow/constraint.sdc
export NUM_CORES = 4
export LEC_CHECK = 1
export CORE_UTILIZATION = 30
### design/flow/constraint.sdc
current_design NextPClogic

set clk_period 45.6
set clk_io_pct 0.2

create_clock -name clk0 -period $clk_period

set non_clock_inputs [all_inputs -no_clocks]
set_input_delay [expr $clk_period * $clk_io_pct] -clock clk0 $non_clock_inputs
set_output_delay [expr $clk_period * $clk_io_pct] -clock clk0 [all_outputs]
### design/flow/design.v
module NextPClogic(NextPC, CurrentPC, SignExtImm64, Branch, ALUZero, Uncondbranch); 
       input [63:0] CurrentPC, SignExtImm64; 
       input Branch, ALUZero, Uncondbranch; 
       output reg [63:0] NextPC; 
       reg [63:0] temp;
       always @(*)
         begin		
           temp = SignExtImm64 << 2;  
           if(Uncondbranch | (Branch & ALUZero))  
	      NextPC <= #3 CurrentPC + temp;  
           else
	      NextPC = #2 CurrentPC + 4;  
         end
endmodule
### design/flow/run.sh
#!/bin/bash
# OpenROAD 26Q1-2900-gdf79404cd8, Yosys 0.63+post, stock flow scripts
make -C /OpenROAD-flow-scripts/flow DESIGN_CONFIG=/design/flow/config.mk WORK_HOME=/design/flow/orfs finish
==> flow_metrics.py <==
# Auto-generated metrics
metrics = {
    "synth": {
        "post-synth-top-count-cell": "nor2b_1",
        "top_area_cell": "ha_1",
        "aoi_share_pct": 34.21,
        "ys_top_logic_family": "AND-OR/OR-AND gates",
        "synth_area_sq_um": 4100,
        "synth_cell_types": 57,
        "ys_sh_adder_pct": 19.10,
        "simple_gate_area_share_pct": 29.51,
        "topCellsByArea": "ha_1 (19%), nor2b_1 (10%), a21o_1 (9.2%)",
        "avgSynthCellArea_sq_um": 6.891,
        "muxShareOfSynthArea_pct": 0,
        "ys_seq_share_pct": 0,
        "ys_cells": 595,
        "yosysWarnings": 1,
        "netlist.area_leader.share_pct": 18.61,
        "ys_area_sq_um": 4100,
        "synthCells": 595,
        "netlist_top_cells_count": "nor2b_1 (66), ha_1 (61), a21oi_1 (55)",
        "xor_share_pct": 12.39,
    },
    "worst_setup_path": {
        "crit_type": "in2out",
        "setup.worst_path.start_class": "primary input",
        "critPathMaxFanout": 62,
        "worstPathCellList": "clkdlybuf4s50_1, a21oi_4, buf_4, or2_2, ha_1, inv_1, fa_1, and2b_1, o211ai_1, a211o_1, a211oi_1, o2111a_1, nor3_1, o41ai_1, nor3b_1, a31oi_1, xnor2_1, clkdlybuf4s50_1",
        "end_kind": "output port",
        "cp_num_buf_inv": 4,
        "max_stage_delay_ns": 0.65,
        "cp_common_cell": "clkdlybuf4s50_1",
        "crit_arrival_ns": 14.64,
        "cpMaxStageDelayCell": "o41ai_1",
        "critical-path-top-delay-family": "AND-OR/OR-AND gates",
        "critPathLaunch": "Branch",
        "crit_required_ns": 36.48,
    },
    "grt": {
        "antenna_found_initial": 0,
        "first_global_vias": 4508,
        "grt_pass1_wl_microns": 21550,
        "grt_max_degree": 63,
        "grt_overflow": 0,
        "grt_usage_pct": 18.40,
    },
    "floorplanning": {
        "row_count": 42,
        "pin_count": 195,
        "chipArea_sq_um": 14140,
        "fp.dieH_microns": 118.9,
        "fp_util_pct": 30.84,
        "die_width_microns": 118.9,
        "coreArea_sq_um": 13300,
    },
    "final_timing": {
        "whs_ns": 18.24,
        "period_used_pct": 52.11,
        "hold_violations": 0,
        "rsz0062_at_grt": "no",
        "final-max-slew-violation-count": 0,
        "max_slew.worst_pin.slew_ns": 0.6895,
        "fin_crit_ns": 23.76,
        "slew_headroom_pct": 53.43,
        "setup_viol": 0,
        "tns_ns": 0,
        "fmax_mhz": 42.09,
    },
    "detailed_routing": {
        "drtIter0Drc": 338,
        "via_per_inst": 5.120,
        "vias": 4746,
        "antenna-diode-count": 0,
        "wl_microns": 13330,
        "wl_per_cell_microns": 14.38,
        "dr.pass1.iters": 4,
        "antenna_left": 0,
        "route.detailed.drc": 0,
    },
    "power": {
        "ir_worst_vdd_mv": 0.005612,
        "power-per-cell-area_nw_per_um2": 15.67,
        "p_leak_nw": 2.710,
        "power.total_mw": 0.09547,
    },
    "placed_design": {
        "numPortBuffers": 189,
        "dp.cells": 927,
        "place_congestion": 0.8898,
        "hpwlAfterDp_microns": 11450,
    },
    "finish": {
        "stdcell_count": 927,
        "drive_above_1_share_pct": 2.397,
        "clock_buffers": 0,
        "regArea_sq_um": 0,
        "syn_to_final_growth_pct": 48.55,
        "n_sequential_cell": 0,
    },
    "min_path": {
        "worstHoldStart": "CurrentPC[0]",
        "hold_path_class": "in2out",
        "whs_endpoint": "NextPC[0]",
        "hold_depth": 0,
    },
    "run": {
        "max_cap_violations": 0,
        "warnings": 34,
    },
    "clock_tree": {
        "postCtsSetupBuffers": 0,
        "cts_hold_buffers": 0,
        "cts_resized": 0,
    },
    "status": {
        "status": "finished, final reports clean",
    },
}
## final cells by class
cell class / count / area [sq um]
fillers: 1317 / 7204
inverters: 15 / 56.30
multi-input cells: 546 / 3915
well taps: 176 / 220.2
repair buffers: 190 / 1899
## report_power, final
group          leakage [nW]  internal [mW]  switching (mW)  total, mW
Combinational          2.71         0.0553          0.0402     0.0955
Sequential                0              0               0          0
Clock                     0              0               0          0
Total                  2.71         0.0553          0.0402     0.0955
## how the worst max path moves through the flow
| stage | depth (start not counted) | endpoint |
|---|---|---|
| 6_report | 18 | NextPC[60] |
| 5_1_grt | 18 | NextPC[60] |
| 4_1_cts | 18 | NextPC[60] |
## per-stage QoR
step	utilization [%]	instance area [sq um]	setup slack (ns)
2_1_floorplan	-	4100	23.82
3_3_place_gp	45.81	6091	21.92
3_5_place_dp	45.81	6091	21.92
4_1_cts	45.81	6091	21.88
5_1_grt	45.81	6091	21.62
6_report	45.81	6091	21.84
## logic make-up (layout without fill, tap and decap cells)
| group | count (synthesis) | after routing |
|---|---|---|
| fa+ha+maj | 62 | 62 |
| compound gates | 201 | 201 |
| buf+inv | 49 | 205 |
| xor+xnor | 58 | 58 |
| simple gates | 225 | 225 |
## layer usage
metal,track usage [%],vias to the layer above,routed length [microns],part of all wire [%]
li1,-,2481,-,-
met1,27.16,2130,6625,50
met2,30.26,127,5931,45
met4,1.424,0,119,0.89
met5,0,-,0,0
met3,1.468,8,651,4.9
## placed cells by master (no fill, tap or decap), drive strengths merged, types with 2 or more instances in the layout
cell type,synthesis,final
nor3b,2,2
and3,6,6
and2,7,7
o21a,4,4
nand3,13,13
o21bai,12,12
and4,2,2
or3,5,5
a21boi,5,5
a221oi,3,3
o2111ai,2,2
xnor2,39,39
o211ai,5,5
nor2b,67,67
nand2,43,43
a2111oi,2,2
or2,3,3
xor2,19,19
nor4,2,2
a211oi,3,3
o41ai,2,2
a31oi,9,9
ha,61,61
inv,15,15
nor3,12,12
a21oi,57,57
a41oi,3,3
a21o,50,50
nand4,20,20
o31ai,3,3
a221o,4,4
o21ai,30,30
clkdlybuf4s50,0,189
nor2,34,34
nand2b,6,6
Power figures rest on the tool's default switching activity, not on a simulated workload.
