`flow/config.mk`:
```
export PLATFORM = sky130hd
export DESIGN_NAME = MiniRegisterFile
export DESIGN_NICKNAME = MiniRegisterFile
export VERILOG_FILES = /design/flow/design.v
export SDC_FILE = /design/flow/constraint.sdc
export NUM_CORES = 4
export LEC_CHECK = 1
export CORE_UTILIZATION = 40
```
`flow/constraint.sdc`:
```
current_design MiniRegisterFile

set clk_period 10.3
set clk_io_pct 0.2

create_clock -name clk0 -period $clk_period [get_ports {Clk}]

set non_clock_inputs [all_inputs -no_clocks]
set_input_delay [expr $clk_period * $clk_io_pct] -clock clk0 $non_clock_inputs
set_output_delay [expr $clk_period * $clk_io_pct] -clock clk0 [all_outputs]
```
`flow/design.v`:
```
module MiniRegisterFile(BusA, BusB, BusW, RA, RB, RW, RegWr, Clk);
    output [63:0] BusA;
    output [63:0] BusB;
    input [63:0] BusW;
    input [4:0] RW, RA, RB;
    input RegWr;
    input Clk;
    reg [63:0] registers [31:0];
    initial begin
        registers[31] = 0;
    end
    assign #2 BusA = registers[RA];
    assign #2 BusB = registers[RB];
    always @ (negedge Clk) 
      begin
        if(RegWr)
            if(RegWr != 31)
                registers[RW] <= #3 BusW;
            registers[31] <= #3 0;
      end
endmodule
```
`flow/run.sh`:
```
#!/bin/bash
# OpenROAD 26Q1-2900-gdf79404cd8, Yosys 0.63+post, stock flow scripts
make -C /OpenROAD-flow-scripts/flow DESIGN_CONFIG=/design/flow/config.mk WORK_HOME=/design/flow/orfs finish
```
==> notes.md <==
Observations from the implementation run.

Run status:
- The flow ran to the end, and the final reports show no timing, DRC or antenna violations.

Synthesis:
- The run puts the post-synthesis cell type count at 37.
- The run gives the Yosys warning count as 1.
- For this run, the leading register cell type out of synthesis is sky130_fd_sc_hd__edfxtp_1.
- The run gives the synthesis-stage register bit count as 1984.
- The run gives the fraction of the yosys area taken by sequential cells as 64.5%.
- The run gives the yosys-reported design area after synthesis as 0.0923 mm2.
- The run puts the number of cells in Yosys stat at 5083.
- The run gives the share of async-settable or async-resettable flops after synthesis as 0%.
- The run puts the number of standard cells after synthesis at 5083.
- The run gives the post-synth design cell area as 0.0923 mm2.
- Counting flops with a built-in enable in the synthesized netlist gives 1984.
- The run gives the average footprint of a synthesized cell as 18.2 um2.

Clocking:
- TritonCTS built the clock tree.
- Buffers added to address setup during post-CTS repair amount to 0.
- The run gives the cts-stage hold buffer count as 0.
- CTS added clock buffers totalling 212.
- Clock tree synthesis found a total of 1984 sinks.
- The run puts the deepest clock path buffer count at 3.
- Per the CTS log, the root buffer master is sky130_fd_sc_hd__clkbuf_16.
- The run puts the count of H-tree levels built during CTS at 4.
- The run gives the clock transition at the registers of the reported paths as 0.03 ns.

Global routing:
- Across every metal layer, demand over resource in global routing totals 27.9%.
- The via count of the first global-routing pass came to 69.2k.
- The run gives the number of antenna violations at the first check in global routing as 18.
- Entering global routing, the biggest net connects 101 pins.
- The run puts the first-pass GRT wire length at 425000 um.
- The run puts the residual overflow from global routing at 0.

Routing:
- The first detailed-routing pass ran for 5 iterations.
- The run gives the via count of the routed design as 60.1k.
- The run puts the number of DRC markers in iteration 0 at 3521.
- The run puts the detailed-route wire length per cell at 27.9 um.
- The run puts the DRC violation count after routing at 0.
- The run puts the mean number of vias per cell at 5.71.
- The run puts the post-detailed-route count of antenna-violating nets at 0.
- The final layout contains routed wiring with a total length of 294000 um.

Worst setup path:
- The run gives the type of element capturing the critical path as an output port.
- The worst setup path is launched from a flop.
- The run gives the worst setup path endpoint as BusA[20].
- The critical path starts at registers[27][20].
- The critical path is of the flop to output port type.
- On the critical path the data arrives at 8.17 ns.
- The run puts the data required time of the worst path at 8.24 ns.
- The run puts the maximum fanout along the worst path at 2.

Power and ir drop:
- The design draws 21800 uW.
- The run puts the maximum vdd drop at 0.163 mV.
- Summed over all cells, the static leakage comes to 0.0451 uW.
- Total power normalized to cell area comes to 191 mW/mm2.

Layout:
- The final report gives the core utilization as 50.1%.
- The flow measured a signed area growth from synthesis to layout of 24.0%.
- The register with the most flip-flops in the layout has 1984 of them.
- The run puts the non-filler instance count after layout at 10.5k.
- The run gives the share of layout cells above drive strength 1 as 22.0%.
- The registers reported with the highest flop counts are registers x1984.
- Ranked by flip-flop count, first place goes to registers.

Floorplan:
- The run puts the die area at 0.233 mm2.
- The run puts the floorplan die height at 482 um.
- The run gives the initial cell density of the core as 40.4%.
- The die is 482 um wide.
- The run gives the row count as 175.
- The total area inside the core boundary comes to 0.228 mm2.
- During I/O placement, the number of pins put on the boundary was 209.

Timing:
- The run puts the hold slack at 5.04 ns.
- The run gives the max-slew violation total from the final report as 0.
- The run puts the setup TNS after final layout at 0 ns.
- The run puts the hold violation count in the final report at 0.
- Checking max transition, the worst relative margin is 28.2%.
- The run gives the number of setup violations in the final report as 0.
- The run puts the pin slew with the least headroom to its limit at 1.07 ns.

Flow run:
- Summing over the stages, the warning tally comes to 1031.
- The run gives the max-cap violation count as 0.

Placement:
- The run gives the quantity of I/O buffers inserted on ports as 208.
- The run gives the placed cell count as 8140.
- The run puts the HPWL after detailed placement at 158000 um.
- The final weighted congestion recorded by global placement is 0.862.

Min path:
- Checking hold timing, the worst path is listed with class input pin to output port.
[cell families (layout without fill, tap and decap cells)]
family | Yosys count | count (layout) | synth area share [%]
AND-OR/OR-AND | 899 | 899 | 6.64
buffers and inverters | 411 | 2840 | 2.08
flip-flops | 1984 | 1984 | 64.5
multiplexers | 1466 | 1466 | 25.0
other | 0 | 6 | 0
AND/OR/NAND/NOR | 323 | 323 | 1.74
[what timing repair did]
action / in CTS / in global routing
endpoints found under the hold margin: 0 / 0
resized: 5 / 21
endpoints found under the setup margin: 5 / 20
pin swaps: 0 / 0
[cells in the final DEF, fill, tap and decap left out, types with 3 or more instances in the layout]
| master | n |
|---|---|
| sky130_fd_sc_hd__nor2b_1 | 69 |
| sky130_fd_sc_hd__nor4_2 | 25 |
| sky130_fd_sc_hd__mux2_2 | 318 |
| sky130_fd_sc_hd__clkinv_8 | 3 |
| sky130_fd_sc_hd__a22oi_1 | 62 |
| sky130_fd_sc_hd__inv_4 | 19 |
| sky130_fd_sc_hd__nand3b_1 | 5 |
| sky130_fd_sc_hd__clkinv_4 | 3 |
| sky130_fd_sc_hd__o22ai_1 | 189 |
| sky130_fd_sc_hd__nor2b_4 | 5 |
| sky130_fd_sc_hd__buf_8 | 5 |
| sky130_fd_sc_hd__a211oi_1 | 67 |
| sky130_fd_sc_hd__clkdlybuf4s50_1 | 199 |
| sky130_fd_sc_hd__a21oi_1 | 190 |
| sky130_fd_sc_hd__o2bb2ai_1 | 63 |
| sky130_fd_sc_hd__a221o_1 | 63 |
| sky130_fd_sc_hd__clkbuf_16 | 216 |
| sky130_fd_sc_hd__mux4_2 | 641 |
| sky130_fd_sc_hd__nor2_1 | 67 |
| sky130_fd_sc_hd__o31ai_1 | 64 |
| sky130_fd_sc_hd__nand2b_4 | 4 |
| sky130_fd_sc_hd__buf_12 | 67 |
| sky130_fd_sc_hd__inv_6 | 7 |
| sky130_fd_sc_hd__inv_1 | 2027 |
| sky130_fd_sc_hd__nor4_1 | 36 |
| sky130_fd_sc_hd__nand2_1 | 65 |
| sky130_fd_sc_hd__buf_4 | 185 |
| sky130_fd_sc_hd__nor2_4 | 33 |
| sky130_fd_sc_hd__mux2i_1 | 507 |
| sky130_fd_sc_hd__o21ai_0 | 64 |
| sky130_fd_sc_hd__a21o_1 | 66 |
| sky130_fd_sc_hd__bufinv_16 | 45 |
| sky130_fd_sc_hd__nand2_4 | 3 |
| sky130_fd_sc_hd__edfxtp_1 | 1984 |
| sky130_fd_sc_hd__diode_2 | 6 |
| sky130_fd_sc_hd__o211ai_1 | 62 |
| sky130_fd_sc_hd__clkinvlp_2 | 59 |
[stage by stage]
step	setup WS [ns]	instance area, um2
2_1_floorplan	-0.732	92300
3_3_place_gp	0.683	99400
3_5_place_dp	0.681	99400
4_1_cts	0.0117	114000
5_1_grt	-0.0000844	114000
6_report	0.0671	114000
[power breakdown]
part / leakage, uW / switching, uW / internal [uW]
sequential: 0.0179 / 39.6 / 9060
combinational: 0.0130 / 953 / 726
clock: 0.0143 / 5100 / 5960
[worst max-delay path, stage by stage (launching register included)]
cell and delay (ns):
sky130_fd_sc_hd__edfxtp_1 0.38, sky130_fd_sc_hd__mux4_2 0.48, sky130_fd_sc_hd__mux2i_1 0.43, sky130_fd_sc_hd__o22ai_1 0.17
sky130_fd_sc_hd__a221o_1 0.34, sky130_fd_sc_hd__clkdlybuf4s50_1 0.43
[synth_stat cells, drive strengths merged, types with 3 or more instances]
master | instances | share of area, %
a221o | 63 | 0.68
a21oi | 190 | 1.0
nand3b | 5 | 0.041
clkbuf | 182 | 0.74
edfxtp | 1984 | 65
mux2 | 318 | 3.9
mux4 | 641 | 16
o21ai | 65 | 0.35
nand2 | 68 | 0.28
o31ai | 64 | 0.52
nor2b | 74 | 0.50
a21o | 66 | 0.54
o211ai | 62 | 0.50
nor2 | 100 | 0.41
buf | 228 | 1.3
a211oi | 67 | 0.54
o2bb2ai | 63 | 0.60
nand2b | 4 | 0.027
nor4 | 62 | 0.42
o22ai | 189 | 1.3
a22oi | 62 | 0.50
or2 | 3 | 0.020
mux2i | 507 | 5.5
[worst min path at each step]
stage,start,end,slack [ns],depth (start not counted)
5_1_grt,RB[2],BusB[18],5.08,4
6_report,RB[2],BusB[18],5.04,4
4_1_cts,RB[2],BusB[18],5.04,4
[layer usage]
metal | track usage (%) | vias to the layer above | wire length [um]
met4 | 11.0 | 28 | 9510
met1 | 29.9 | 29196 | 93400
li1 | - | 26171 | -
met2 | 39.4 | 4137 | 139000
met5 | 2.00 | - | 495
met3 | 24.1 | 609 | 51400
[cell type report]
class / count / area [um2]
clock inverters: 2166 / 9550
multi-input cells: 2688 / 31300
flip-flops and latches: 1984 / 59600
fillers: 18234 / 114000
repair buffers: 458 / 4820
diodes: 6 / 15.0
well taps: 3009 / 3760
clock buffers: 216 / 5410
Power is estimated from default activity; no workload was simulated.
